==> flow/config.mk <==
export PLATFORM = sky130hd
export DESIGN_NAME = registerfile
export DESIGN_NICKNAME = registerfile
export VERILOG_FILES = /design/flow/design.v
export SDC_FILE = /design/flow/constraint.sdc
export NUM_CORES = 4
export LEC_CHECK = 1
export CORE_UTILIZATION = 30
==> flow/constraint.sdc <==
current_design registerfile

set clk_period 12.4
set clk_io_pct 0.2

create_clock -name clk0 -period $clk_period [get_ports {clk}]

set non_clock_inputs [all_inputs -no_clocks]
set_input_delay [expr $clk_period * $clk_io_pct] -clock clk0 $non_clock_inputs
set_output_delay [expr $clk_period * $clk_io_pct] -clock clk0 [all_outputs]
==> flow/design.v <==
`timescale 1ns / 1ps
module registerfile(
	input reset,
	input clk,
    input reg_write,			 
    input [4:0] wrAddr,		 
    input [31:0] wrData,     
    input [4:0] rdAddrA,     
    output reg [31:0] rdDataA,   
    input [4:0] rdAddrB,     
    output reg [31:0] rdDataB  
  	);
	reg [31:0] registerBank[31:0]; 
    integer i;
   always @(*) 
		begin
			if(rdAddrB>=32) 
				rdDataB=32'hxxxxxxxx;        
			else
				rdDataB=registerBank[rdAddrB];           
			if(rdAddrA>=32) 
				rdDataA=32'hxxxxxxxx;
			else
				rdDataA=registerBank[rdAddrA];           
		end
   always @(posedge clk or posedge reset)             
		begin
		  if (reset) begin
			   for(i=0;i<32;i=i+1) begin	
					registerBank[i] <= 32'b0;
				end
		  end
        else if (reg_write) 
				registerBank[wrAddr] <= wrData;
		end
endmodule
==> flow/run.sh <==
#!/bin/bash
# OpenROAD 26Q1-2900-gdf79404cd8, Yosys 0.63+post, stock flow scripts
make -C /OpenROAD-flow-scripts/flow DESIGN_CONFIG=/design/flow/config.mk WORK_HOME=/design/flow/orfs finish
==> results.sh <==
# physical design summary
export IMPL_worstPathMaxFanout=37
export IMPL_clkTransAtPathRegs_ps=60
export IMPL_fin_util=0.352
export IMPL_antenna_found_initial=11
export IMPL_rows=151
export IMPL_cp_start_kind="input port"
export IMPL_area_growth_pct=16.5
export IMPL_finalHoldViolations=0
export IMPL_drv_slew=0
export IMPL_cp_common_cell="buf_4"
export IMPL_leakage_nw=25.4
export IMPL_worst_slew_pin_slew_ps=1160
export IMPL_clock_skew_final_ps=0
export IMPL_gr_total_overflow=0
export IMPL_synthFlopType="dfrtp_1"
export IMPL_reg2reg_from="registerBank[19][22]"
export IMPL_tool_warnings=36
export IMPL_synth_warnings=2
export IMPL_grt_pass1_wl_mm=377
export IMPL_avgSynthCellArea_um2=11.8
export IMPL_cts_resized=0
export IMPL_hold_depth=1
export IMPL_vias=45100
export IMPL_min_period_ps=9710
export IMPL_finalWeightedCongestion=1.06
export IMPL_fin_area_um2=59700
export IMPL_syn_inst=4353
export IMPL_slowest_delay_ps=1030
export IMPL_crit_chain="buf_2 -> buf_4 -> nand3b_1 -> nor2_4 -> buf_4 -> a22oi_1 -> nand4_1 -> nor4_1 -> a21oi_1 -> clkdlybuf4s50_1"
export IMPL_p_per_area_nw_per_um2=163
export IMPL_numSynthFlops=1024
export IMPL_yosysSeqAreaShare=0.500
export IMPL_cts_setup_buffers=0
export IMPL_drcViolationCount=0
export IMPL_cp_num_cells=10
export IMPL_use_met3=0.191
export IMPL_via_per_inst=6.72
export IMPL_root_buffer="clkbuf_16"
export IMPL_cts_buffers=112
export IMPL_drt_iter0_markers=5871
export IMPL_max_slew_margin_rel=0.207
export IMPL_synthAdderAreaFrac=0
export IMPL_use_met1=0.389
export IMPL_largest_register_ffs=1024
export IMPL_regToRegSetupSlack_ps=11510
export IMPL_top_usage_layer="met2"
export IMPL_irDropWorstVdd_v=0.000106
export IMPL_dpl_cell_area_um2=55700
export IMPL_min_period_over_period=0.783
export IMPL_dr_pass1_iters=8
export IMPL_grt_use_total=0.325
export IMPL_required_ps=9920
export IMPL_synth_cell_types=75
export IMPL_fp_utilization=0.302
export IMPL_max_freq_mhz=103
export IMPL_min_from="registerBank[24][4]"
export IMPL_ys_sh_simple=0.0744
export IMPL_dieArea_um2=173000
export IMPL_grt_setup_unrepaired="false"
export IMPL_regMostFlops="registerBank"
export IMPL_htree_levels=3
export IMPL_port_buffers=113
export IMPL_drt_total_wl_mm=275
export IMPL_hp_class="register to register"
export IMPL_fp_dieH_um=416
export IMPL_synth_edff_count=0
export IMPL_compound_area_frac=0.159
export IMPL_ys_top_logic_family="multiplexers"
export IMPL_core_area_um2=170000
export IMPL_use_met2=0.445
export IMPL_r2r_end="registerBank[19][22]"
export IMPL_yosysChipArea_um2=51300
export IMPL_cp_num_buf_inv=4
export IMPL_mux_area_frac=0.230
export IMPL_setup_viol=0
export IMPL_syn_cell_area_um2=51300
export IMPL_ant_nets=0
export IMPL_reg_top3="registerBank (1024)"
export IMPL_final_layout_size_suffix_gt1_frac=0.349
export IMPL_grt_max_degree=119
export IMPL_drv_cap=0
export IMPL_crit_type="input port to output port"
export IMPL_crit_arrival_ps=7230
export IMPL_whs_endpoint="registerBank[24][4]"
export IMPL_cts_sinks=1024
export IMPL_die_w_um=416
export IMPL_critPathCaptureType="output port"
export IMPL_clk_path_buf_depth=3
export IMPL_cts_tree="built"
export IMPL_async_reset_ff_frac=1.00
export IMPL_status="complete, no violations"
export IMPL_grt_pass1_vias=44700
export IMPL_post_dp_hpwl_mm=167
export IMPL_ys_cells=4353
export IMPL_critPathTopFamily="buffers and inverters"
export IMPL_clk_latency_ps=740
export IMPL_io_pins=114
export IMPL_worstRegToRegCells=1
export IMPL_wire_per_inst_um=40.9
export IMPL_hold_buffers=0
export IMPL_synth_xor_area_share=0
export IMPL_crit_slowest_cell="nor2_4"
layout by cell type (no fill, tap or decap), types with 80 or more instances in the layout:
cell type	instances
nor2_1	91
clkdlybuf4s50_1	103
nand2_1	212
clkbuf_16	115
a22oi_1	736
mux2_2	1028
nand4_1	96
a21oi_1	80
dfrtp_1	1024
buf_4	231
cells in the mapped netlist, types with 7 or more instances:
library cell	n	share of area
and4_1	10	0.0017
a221oi_1	48	0.0082
a22o_1	61	0.010
nor2b_1	17	0.0021
buf_1	51	0.0037
nor2_2	16	0.0020
nor4_1	29	0.0035
clkbuf_1	193	0.014
o21ai_0	14	0.0014
o32a_1	11	0.0021
o211ai_1	7	0.0010
mux2_2	1028	0.23
a21oi_1	80	0.0078
mux2i_1	13	0.0025
inv_1	7	0.00051
nand3_1	57	0.0056
dfrtp_1	1024	0.50
nand4_1	96	0.012
nand2b_1	15	0.0018
nand3b_1	8	0.0012
nor3_1	68	0.0066
nor2_1	146	0.011
a222oi_1	22	0.0043
a32oi_1	17	0.0029
nand2_1	223	0.016
a31oi_1	25	0.0030
and3_1	28	0.0034
buf_2	170	0.017
buf_4	12	0.0018
a22oi_1	736	0.11
a2111oi_0	13	0.0022
kinds of logic after synthesis:
group | count (synthesis)
muxes | 1048
buffers and inverters | 435
and+or+nand+nor | 763
AOI/OAI and AO/OA | 1083
DFF | 1024
area by class of cell:
class | count | area, um2
antenna | 18 | 45.0
clock buffer | 157 | 3250
clock inverter | 47 | 792
fill | 16500 | 110000
inverter | 7 | 30.0
multi-input combinational | 2894 | 24400
sequential | 1024 | 25600
tap | 2218 | 2780
timing repair buffer | 347 | 2880
how the worst max path moves through the flow:
stage / from / end / slack [ps]
CTS: rdAddrA[1] / rdDataA[22] / 3040
global route: rdAddrB[1] / rdDataB[31] / 2880
finish: rdAddrB[1] / rdDataB[31] / 2690
metrics by stage:
stage	hold WS, ps	total power [mW]	setup WS (ps)	cells	TNS (ps)
after detailed placement	512	6.03	3040	6490	0
after global placement	510	6.00	3090	6490	0
after global routing	548	10.0	2880	6694	0
after floorplan	482	5.30	-4190	4353	-4294590
final	531	9.75	2690	6712	0
after CTS	527	9.70	3040	6694	0
layer usage:
metal / routed length, um / vias up
li1: - / 16800
met5: 139 / -
met4: 24400 / 16
met3: 44100 / 1461
met2: 111000 / 4072
met1: 94700 / 22800
report_power, final:
group / leakage (nW) / switching [mW] / total, mW / internal (mW)
logic: 10.3 / 0.660 / 1.37 / 0.713
registers: 13.1 / 0.682 / 4.67 / 3.99
clock network: 1.97 / 1.49 / 3.70 / 2.21
total: 25.4 / 2.83 / 9.75 / 6.92
Power and IR drop assume default switching activity.
