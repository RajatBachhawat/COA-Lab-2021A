## design/flow/config.mk

```make
export PLATFORM = sky130hd
export DESIGN_NAME = rippleCarryAdder_64bit
export DESIGN_NICKNAME = rippleCarryAdder_64bit
export VERILOG_FILES = /design/flow/design.v
export SDC_FILE = /design/flow/constraint.sdc
export NUM_CORES = 4
export LEC_CHECK = 1
export CORE_AREA = 10 10 113 113
export DIE_AREA = 0 0 123 123
```

## design/flow/constraint.sdc

```tcl
current_design rippleCarryAdder_64bit

set clk_period 50.0
set clk_io_pct 0.2

create_clock -name clk0 -period $clk_period

set non_clock_inputs [all_inputs -no_clocks]
set_input_delay [expr $clk_period * $clk_io_pct] -clock clk0 $non_clock_inputs
set_output_delay [expr $clk_period * $clk_io_pct] -clock clk0 [all_outputs]
```

## design/flow/design.v

```verilog
`timescale 1ns / 1ps
module fullAdder(
  output sum, carryOut,	 
  input a, b, carryIn   
  );
  wire s1, c1, c2;
  halfAdder ha1(.sum(s1), .carryOut(c1), .a(a), .b(b));	
  halfAdder ha2(.sum(sum), .carryOut(c2), .a(s1), .b(carryIn));
  assign carryOut = c1 | c2;   
endmodule  
`timescale 1ns / 1ps
module halfAdder(
  output sum, carryOut, 	 
  input a, b				       
  );
  assign sum = a ^ b;		 
  assign carryOut = a & b;	 
endmodule  
`timescale 1ns / 1ps
module rippleCarryAdder_16bit (
  output[15:0] sum,	 
  output carryOut,	 
  input[15:0] a,	 
  input[15:0] b,	 
  input carryIn	 
  );
  wire carry;		 
  rippleCarryAdder_8bit add0 (sum[7:0], carry, a[7:0], b[7:0], carryIn);         
  rippleCarryAdder_8bit add1 (sum[15:8], carryOut, a[15:8], b[15:8], carry);	 
endmodule  
`timescale 1ns / 1ps
module rippleCarryAdder_32bit (
  output[31:0] sum,  
  output carryOut,	 
  input[31:0] a,	 
  input[31:0] b,	 
  input carryIn	 
  );
  wire carry;		 
  rippleCarryAdder_16bit add0 (sum[15:0], carry, a[15:0], b[15:0], carryIn);         
  rippleCarryAdder_16bit add1 (sum[31:16], carryOut, a[31:16], b[31:16], carry);     
endmodule  
`timescale 1ns / 1ps
module rippleCarryAdder_64bit (
  output[63:0] sum,	 
  output carryOut,	 
  input[63:0] a,	 
  input[63:0] b,	 
  input carryIn	 
  );
  wire carry;		 
  rippleCarryAdder_32bit add0 (sum[31:0], carry, a[31:0], b[31:0], carryIn);         
  rippleCarryAdder_32bit add1 (sum[63:32], carryOut, a[63:32], b[63:32], carry);     
endmodule  
`timescale 1ns / 1ps
module rippleCarryAdder_8bit (
  output[7:0] sum,		 
  output carryOut,		 
  input[7:0] a,			 
  input[7:0] b,			 
  input carryIn		 
  );
  wire carry[6:0];		 
  fullAdder add0(sum[0],carry[0],a[0], b[0], carryIn);		 
  fullAdder add1(sum[1],carry[1],a[1], b[1], carry[0]);		 
  fullAdder add2(sum[2],carry[2],a[2], b[2], carry[1]);		 
  fullAdder add3(sum[3],carry[3],a[3], b[3], carry[2]);		
  fullAdder add4(sum[4],carry[4],a[4], b[4], carry[3]);
  fullAdder add5(sum[5],carry[5],a[5], b[5], carry[4]);
  fullAdder add6(sum[6],carry[6],a[6], b[6], carry[5]);
  fullAdder add7(sum[7],carryOut,a[7], b[7], carry[6]);
endmodule  
```

## design/flow/run.sh

```bash
#!/bin/bash
# OpenROAD 26Q1-2900-gdf79404cd8, Yosys 0.63+post, stock flow scripts
make -C /OpenROAD-flow-scripts/flow DESIGN_CONFIG=/design/flow/config.mk WORK_HOME=/design/flow/orfs finish
```

==> CHANGELOG.md <==
## Implementation

- Ant diodes: 0
- Init Core Util: 0.174
- Setup crit start kind: primary input
- Tmin final: 46.04 ns
- Post-DP HPWL: 6.57 mm
- Placed insts: 404
- Netlist cell types: 3
- Count of tool warnings: 32
- Most numerous logic cell after layout: clkdlybuf4s50_1
- Setup CP Type: primary input to output port
- Post-CTS Hold Buffers: 0
- Syn_area_per_cell: 13.0 µm²
- Leakage: 1.28 nW
- Seq cells: 0
- Sequential fraction of the synthesis area: 0
- Core region area: 10300 µm²
- Die H: 123 µm
- Port bufs: 194
- TNS Setup: 0 ns
- Outcome: completed
- Top cells excl fill/tap: clkdlybuf4s50_1 (194), fa_1 (64), inv_1 (10)
- Synth Warn #: 1
- Cycle use final: 0.921
- Worst slew pin tran: 0.117 ns
- I/O Pins: 194
- Worst min path class: primary input to output port
- Iteration-0 DRC Markers: 8
- Max Freq: 0.0217 GHz
- CP Capture Type: output port
- Wire per inst: 16.4 µm
- Worst path required time: 40.00 ns
- Unrepaired setup endpoints after global routing: no
- Logic pwr share: 1.000
- Tot GR Track Use: 0.0815
- Largest net degree at the start of global routing: 2
- Post-CTS Setup Inserts: 0
- Total of fill cells in the finished design: 1033
- Vias per Instance: 3.46
- CLK BUF: 0
- Cells after synthesis: 138
- Worst rel slew slack: 0.922
- GR Overflow Total: 0
- Cell-internal power: 0.0315 mW
- Yosys chip area: 1800 µm²
- Slowest CP cell: clkdlybuf4s50_1
- Placer Congestion: 0.904
- 1st-pass router iterations: 4
- # DRC: 0
- Share of cells above drive strength 1: 0
- Clock share of power: 0
- CTS resizes: 0
- Psw: 0.0112 mW
- Slew Limit Fails: 0
- Pwr Total: 0.0427 mW
- Synthesized area: 1800 µm²
- FF/Latch Area: 0 µm²
- Sequential share of power: 0
- Slowest cell delay on critical path: 0.46 ns
- Vias: 1399
- Layout area overhead: 90.7%
- Die footprint: 15100 µm²
- Row count: 37
- Max-cap violations: 0
- Post-DRT Antenna Nets: 0
- Max VDD drop: 5.87 µV
- Fin cells: 404
- Die W: 123 µm
- Critical Path Fanout Max: 1
- Initial antenna violation count: 0
- Global-route wire length before repair: 9.45 mm
- PD cells: 12.5 nW/µm²
- DRT Wirelength: 6.63 mm
- Fin. Hold Viols: 0
- Sw Share: 0.262
- Number of global-route vias before repair: 1681
- Number of cells in Yosys stat: 138
- Final setup vio count: 0
- Critical Path AT: 36.04 ns
- Critical path's most frequent cell: fa_1
[through the flow]
step / area, µm² / worst slack [ns] / utilization / hold slack [ns]
after global routing: 3430 / 3.09 / 0.332 / 21.09
after global placement: 3430 / 3.93 / 0.332 / 21.05
after CTS: 3430 / 3.83 / 0.332 / 21.05
after detailed placement: 3430 / 3.84 / 0.332 / 21.05
final: 3430 / 3.96 / 0.332 / 21.05
after floorplan: 1800 / 5.64 / - / 20.22
[power by group through the flow]
stage	sequential [mW]	combinational, mW	clock [mW]
CTS	0	0.0441	0
global route	0	0.0479	0
finish	0	0.0427	0
[per-layer routing]
metal | part of all wire | up-vias | routed length, µm | track usage
met3 | 0.24 | 0 | 1590 | 0.0652
met4 | 0 | 0 | 0 | 0
li1 | - | 600 | - | -
met1 | 0.40 | 632 | 2670 | 0.106
met2 | 0.36 | 167 | 2370 | 0.112
met5 | 0 | - | 0 | 0
[cells by family (layout without fill, tap and decap cells)]
group	after synthesis	after routing	synth area share
adder cells (fa/ha/maj)	64	64	0.712
buffers and inverters	74	204	0.288
[final timing paths]
path,startpoint,to,depth (start not counted)
setup / recovery,a[0],sum[63],70
hold / removal,b[63],sum[63],5
[worst max-delay path: cells and delay by family]
family,cells,cell delay [ns]
adder cells (fa/ha/maj),64,24.83
buffers and inverters,6,1.12
[cell usage after synthesis]
cell type  count  area share
inv_1         10       0.021
fa_1          64        0.71
buf_4         64        0.27
[final cells by class]
type | count | area, µm² | share of cell area
timing repair buffer | 194 | 1940 | 0.566
multi-input combinational | 64 | 1280 | 0.373
tap | 136 | 170 | 0.0496
inverter | 10 | 37.5 | 0.0109
Power figures rest on the tool's default switching activity, not on a simulated workload.
