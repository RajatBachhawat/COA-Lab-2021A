<file path="flow/design.v">
`timescale 1ns / 1ps
module branch_logic(
    input is_branch,
    input carryFlag,
    input zeroFlag,
    input signFlag,
    input [31:0] address,
    input [31:0] label,
    input [31:0] PC,
    input [2:0] opcode,
    input [3:0] func_code,
    output reg [31:0] PCN
);
always @(*) begin
    if(is_branch) begin
        if(opcode == 3'b011 && func_code == 4'b0000) begin           
            PCN = label;
        end
        else if(opcode==3'b011 && func_code == 4'b0001) begin        
            PCN = label;
        end
        else if(opcode==3'b011 && func_code == 4'b0010) begin        
            if(carryFlag) begin
                PCN = label;
            end
            else begin 
                PCN = PC+1;
            end
        end
        else if(opcode==3'b011 && func_code == 4'b0011) begin        
            if(!carryFlag) begin
                PCN = label;
            end
            else begin 
                PCN = PC+1;
            end
        end
        else if(opcode==3'b100 && func_code == 4'b0000) begin        
            PCN = address;
        end
        else if(opcode==3'b101 && func_code == 4'b0000) begin        
            if(signFlag) begin
                PCN = label;
            end
            else begin 
                PCN = PC+1;
            end
        end
        else if(opcode==3'b101 && func_code == 4'b0001) begin        
            if(zeroFlag) begin
                PCN = label;
            end
            else begin 
                PCN = PC+1;
            end
        end
        else if(opcode==3'b101 && func_code == 4'b0010) begin        
            if(!zeroFlag) begin
                PCN = label;
            end
            else begin 
                PCN = PC+1;
            end
        end
        else begin                                                   
            PCN = PC+1;
        end  
    end
    else begin
        PCN = PC+1;
    end
end
endmodule 
</file>
<file path="flow/run.sh">
#!/bin/bash
# OpenROAD 26Q1-2900-gdf79404cd8, Yosys 0.63+post, stock flow scripts
make -C /OpenROAD-flow-scripts/flow DESIGN_CONFIG=/design/flow/config.mk WORK_HOME=/design/flow/orfs finish
</file>
<file path="flow/config.mk">
export PLATFORM = sky130hd
export DESIGN_NAME = branch_logic
export DESIGN_NICKNAME = branch_logic
export VERILOG_FILES = /design/flow/design.v
export SDC_FILE = /design/flow/constraint.sdc
export NUM_CORES = 4
export LEC_CHECK = 1
export CORE_UTILIZATION = 30
</file>
<file path="flow/constraint.sdc">
current_design branch_logic

set clk_period 15.7
set clk_io_pct 0.2

create_clock -name clk0 -period $clk_period

set non_clock_inputs [all_inputs -no_clocks]
set_input_delay [expr $clk_period * $clk_io_pct] -clock clk0 $non_clock_inputs
set_output_delay [expr $clk_period * $clk_io_pct] -clock clk0 [all_outputs]
</file>
==> deck_impl_summary.md <==
Run Summary

Floorplanning
  • Die boundary height: 104 µm
  • Effective utilization at floorplan: 0.314
  • Top-level I/O count: 139
  • Die Width: 104 µm
  • Chip area: 10800 µm²
  • Number of standard-cell rows in the floorplan: 36
  • Placeable core area: 9910 µm²

Route
  • Total via count in the routed design: 4817
  • Vias per std cell: between 6 and 7
  • 1st-iter DRT viols: 446
  • Total wire length: 16000 µm
  • First-pass iteration count of the detailed router: 5
  • Count of inserted antenna diode cells: 0
  • Remaining routing DRC violations: 0
  • Drt wl/cell: 20.6 µm
  • Antenna-violating nets left: 0

Final layout
  • Top library cells by usage in the layout, fill and taps aside: sky130_fd_sc_hd__clkdlybuf4s50_1 (139), sky130_fd_sc_hd__nand2_1 (67), sky130_fd_sc_hd__nor2_1 (56)
  • Final sequential cell count: 0
  • Flop area: 0 µm²
  • Leading cell type in the layout, fill and taps excluded: sky130_fd_sc_hd__clkdlybuf4s50_1
  • Clock buf count: 0
  • Share of post-route cells with drive strength above 1: 0.0388
  • Synth-to-Final Area Change: 47.6%

Run status
  • Result of the run: completed

Power
  • Total chip power: 0.109 mW
  • Pwr per Cell Area: roughly 24 nW/µm²
  • Static power due to leakage: 1.60 nW
  • Largest voltage drop on the vdd net: 10.9 µV

Logic synthesis
  • YS chip area: 3120 µm²
  • Number of cells in Yosys stat: 534
  • Area share of the largest cell type after synthesis: 0.0851
  • Average footprint of a synthesized cell: 5.83 µm²
  • Area contributors post-synth: sky130_fd_sc_hd__a21oi_1 (8.5%), sky130_fd_sc_hd__nand2_1 (8.1%), sky130_fd_sc_hd__nor2_1 (6.7%)
  • Yosys warning tally: 1
  • Synth cell types: 67
  • Netlist Area Pre-Place: 3120 µm²
  • Synthesized instance count: 534
  • Portion of the post-synthesis area used by sequential elements: 0
  • Yosys top cell by area: sky130_fd_sc_hd__a21oi_1

Worst setup path
  • CP Capture Type: output port
  • Critical path data arrival time: 7.00 ns
  • Max FO, Critical Path: 20
  • Required time reported for the critical path endpoint: 12.56 ns
  • Kind of critical path: in2out
  • Kind of start point of the critical path: primary input

Final timing
  • Max Clk Rate: 0.0986 GHz
  • Accumulated negative setup slack: 0 ns
  • Post-route minimum period: 10.14 ns
  • Max transition margin: 0.373
  • Post-layout period usage of the worst path: 0.646
  • Hold Fails Final Rpt: 0
  • Number of failing setup endpoints in the final timing report: 0
  • Total count of max-transition violations in the final report: 0
  • Actual slew at the worst max-slew pin: 0.934 ns
  • Unrepaired setup endpoints after global routing: false

Worst hold path
  • Hold crit path type: in2out

Clocking
  • Post-CTS resize count: 0
  • Total of hold buffers inserted after clock tree synthesis: 0
  • Total setup buffers inserted after CTS: 0

GRT
  • Maximum number of pins on one net before global-route repair: between 40 and 50
  • Vias in the first global route: 4296
  • First-pass GRT wire length: 24700 µm
  • Antenna violations before repair: 0
  • GRT Residual Overflow: 0
  • GRT Overall Usage: 0.291

Job
  • Count of warning messages emitted by the tools: 32
  • Number of max-cap violations: 0

Placed design
  • DP Wirelength: 12300 µm
  • IO buf count: 139
  • Final GP Congestion: ~0.97
metrics by stage:
step / hold WS [ns] / cells / area [µm²] / setup WS, ns / utilization
after detailed placement: 7.28 / 778 / 4600 / 5.61 / 0.464
after CTS: 7.29 / 778 / 4600 / 5.61 / 0.464
after global placement: 7.28 / 778 / 4600 / 5.80 / 0.464
after floorplan: 6.36 / 534 / 3120 / 7.82 / -
after global routing: 7.36 / 778 / 4600 / 5.30 / 0.464
final: 7.27 / 778 / 4600 / 5.56 / 0.464
worst paths after layout:
kind	slack, ns	cells after the start	startpoint	end
max	5.56	9	opcode[0]	PCN[22]
min	7.27	4	address[3]	PCN[3]
synthesized netlist by cell type (4+ instances only):
cell,number
sky130_fd_sc_hd__nor2b_1,7
sky130_fd_sc_hd__o21ai_0,38
sky130_fd_sc_hd__o221ai_1,14
sky130_fd_sc_hd__inv_1,11
sky130_fd_sc_hd__nor2_1,56
sky130_fd_sc_hd__o21a_1,4
sky130_fd_sc_hd__a211o_1,5
sky130_fd_sc_hd__nand4_1,21
sky130_fd_sc_hd__and2_1,5
sky130_fd_sc_hd__a211oi_1,11
sky130_fd_sc_hd__a221oi_1,5
sky130_fd_sc_hd__buf_2,10
sky130_fd_sc_hd__nand3_1,26
sky130_fd_sc_hd__o22ai_1,17
sky130_fd_sc_hd__nor3_1,20
sky130_fd_sc_hd__nand2_1,67
sky130_fd_sc_hd__a21oi_1,53
sky130_fd_sc_hd__mux2i_1,6
sky130_fd_sc_hd__a31oi_1,9
sky130_fd_sc_hd__a22oi_1,4
sky130_fd_sc_hd__or3_1,5
sky130_fd_sc_hd__clkbuf_1,27
sky130_fd_sc_hd__o31ai_1,4
sky130_fd_sc_hd__xor2_1,11
sky130_fd_sc_hd__xnor2_1,20
sky130_fd_sc_hd__and3_1,8
sky130_fd_sc_hd__a221o_1,4
sky130_fd_sc_hd__o211ai_1,5
sky130_fd_sc_hd__nand2b_1,5
metal layers:
| layer | vias up | wire length, µm | GRT usage | part of all wire |
|---|---|---|---|---|
| met5 | - | 0 | 0 | 0 |
| met4 | 0 | 403 | 0.0704 | 0.025 |
| met3 | 28 | 1690 | 0.0408 | 0.11 |
| met1 | 2222 | 6800 | 0.420 | 0.43 |
| li1 | 2266 | - | - | - |
| met2 | 301 | 7090 | 0.455 | 0.44 |
where the power goes:
part	internal, mW	total (mW)	switching [mW]
clock	0	0	0
combinational	0.0568	0.109	0.0521
sequential	0	0	0
final cells by class:
type | count | area (µm²)
timing repair buffer | 150 | 1470
inverter | 12 | 45.0
tap | 133 | 166
fill | 1037 | 5310
multi-input combinational | 483 | 2910
cell families (layout without fill, tap and decap cells):
| family | after synthesis | count (layout) | share of synthesized area |
|---|---|---|---|
| xor+xnor | 31 | 31 | 0.0871 |
| buf+inv | 51 | 162 | 0.0655 |
| fa+ha+maj | 1 | 1 | 0.00402 |
| simple gates | 243 | 243 | 0.389 |
| compound gates | 201 | 201 | 0.431 |
| mux | 7 | 7 | 0.0241 |
worst max-delay path, stage by stage:
cell,delay [ns]
sky130_fd_sc_hd__clkdlybuf4s50_1,0.94
sky130_fd_sc_hd__nor3b_2,0.46
sky130_fd_sc_hd__nand2_1,0.48
sky130_fd_sc_hd__nor2_2,0.50
sky130_fd_sc_hd__nand2_1,0.39
sky130_fd_sc_hd__o21ai_0,0.25
sky130_fd_sc_hd__nor2_1,0.06
sky130_fd_sc_hd__a211oi_1,0.25
sky130_fd_sc_hd__clkdlybuf4s50_1,0.52
No activity file was given, so power comes from the tool's default toggle rates.
